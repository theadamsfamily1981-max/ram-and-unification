[run.sh]
#!/bin/bash
# OpenROAD 26Q1-2900-gdf79404cd8, Yosys 0.63+post, stock flow scripts
make -C /OpenROAD-flow-scripts/flow DESIGN_CONFIG=/design/flow/config.mk WORK_HOME=/design/flow/orfs finish
[config.mk]
export PLATFORM = sky130hd
export DESIGN_NAME = kitten_axil_regs
export DESIGN_NICKNAME = kitten_axil_regs
export VERILOG_FILES = /design/flow/design.v
export SDC_FILE = /design/flow/constraint.sdc
export NUM_CORES = 4
export LEC_CHECK = 1
export CORE_UTILIZATION = 40
[constraint.sdc]
current_design kitten_axil_regs

set clk_period 4.9
set clk_io_pct 0.2

create_clock -name clk0 -period $clk_period [get_ports {clk}]

set non_clock_inputs [all_inputs -no_clocks]
set_input_delay [expr $clk_period * $clk_io_pct] -clock clk0 $non_clock_inputs
set_output_delay [expr $clk_period * $clk_io_pct] -clock clk0 [all_outputs]
[design.v]
`timescale 1ns / 1ps
`default_nettype none
module kitten_axil_regs #(
    parameter ADDR_WIDTH = 8,
    parameter DATA_WIDTH = 32
) (
    input  wire                     clk,
    input  wire                     rst,
    input  wire [ADDR_WIDTH-1:0]    s_axil_awaddr,
    input  wire                     s_axil_awvalid,
    output reg                      s_axil_awready,
    input  wire [DATA_WIDTH-1:0]    s_axil_wdata,
    input  wire [3:0]               s_axil_wstrb,
    input  wire                     s_axil_wvalid,
    output reg                      s_axil_wready,
    output reg  [1:0]               s_axil_bresp,
    output reg                      s_axil_bvalid,
    input  wire                     s_axil_bready,
    input  wire [ADDR_WIDTH-1:0]    s_axil_araddr,
    input  wire                     s_axil_arvalid,
    output reg                      s_axil_arready,
    output reg  [DATA_WIDTH-1:0]    s_axil_rdata,
    output reg  [1:0]               s_axil_rresp,
    output reg                      s_axil_rvalid,
    input  wire                     s_axil_rready,
    output reg                      o_step_start,
    output reg                      o_proj_done,
    output reg  [15:0]              o_alpha,
    output reg  [15:0]              o_v_th,
    output reg  [15:0]              o_scale_q,
    input  wire                     i_step_done,
    input  wire                     i_busy
);
    localparam [7:0] ADDR_CONTROL = 8'h00;
    localparam [7:0] ADDR_STATUS  = 8'h04;
    localparam [7:0] ADDR_ALPHA   = 8'h08;
    localparam [7:0] ADDR_V_TH    = 8'h0C;
    localparam [7:0] ADDR_SCALE_Q = 8'h10;
    localparam [1:0] RESP_OKAY   = 2'b00;
    localparam [1:0] RESP_SLVERR = 2'b10;
    reg [DATA_WIDTH-1:0] reg_control;
    reg [DATA_WIDTH-1:0] reg_alpha;
    reg [DATA_WIDTH-1:0] reg_v_th;
    reg [DATA_WIDTH-1:0] reg_scale_q;
    reg [ADDR_WIDTH-1:0] aw_addr;
    reg [ADDR_WIDTH-1:0] ar_addr;
    localparam [1:0] W_IDLE    = 2'd0;
    localparam [1:0] W_ADDR    = 2'd1;
    localparam [1:0] W_DATA    = 2'd2;
    localparam [1:0] W_RESP    = 2'd3;
    reg [1:0] w_state;
    always @(posedge clk or posedge rst) begin
        if (rst) begin
            w_state         <= W_IDLE;
            s_axil_awready  <= 1'b0;
            s_axil_wready   <= 1'b0;
            s_axil_bvalid   <= 1'b0;
            s_axil_bresp    <= RESP_OKAY;
            aw_addr         <= {ADDR_WIDTH{1'b0}};
            reg_control     <= 32'd0;
            reg_alpha       <= 32'd14746;   
            reg_v_th        <= 32'd8192;    
            reg_scale_q     <= 32'd16384;   
        end else begin
            case (w_state)
                W_IDLE: begin
                    s_axil_awready <= 1'b1;
                    s_axil_wready  <= 1'b0;
                    s_axil_bvalid  <= 1'b0;
                    if (s_axil_awvalid && s_axil_awready) begin
                        aw_addr        <= s_axil_awaddr;
                        s_axil_awready <= 1'b0;
                        s_axil_wready  <= 1'b1;
                        w_state        <= W_DATA;
                    end
                end
                W_DATA: begin
                    if (s_axil_wvalid && s_axil_wready) begin
                        s_axil_wready <= 1'b0;
                        case (aw_addr[7:0])
                            ADDR_CONTROL: begin
                                if (s_axil_wstrb[0]) reg_control[7:0]   <= s_axil_wdata[7:0];
                                if (s_axil_wstrb[1]) reg_control[15:8]  <= s_axil_wdata[15:8];
                                if (s_axil_wstrb[2]) reg_control[23:16] <= s_axil_wdata[23:16];
                                if (s_axil_wstrb[3]) reg_control[31:24] <= s_axil_wdata[31:24];
                                s_axil_bresp <= RESP_OKAY;
                            end
                            ADDR_STATUS: begin
                                s_axil_bresp <= RESP_SLVERR;
                            end
                            ADDR_ALPHA: begin
                                if (s_axil_wstrb[0]) reg_alpha[7:0]   <= s_axil_wdata[7:0];
                                if (s_axil_wstrb[1]) reg_alpha[15:8]  <= s_axil_wdata[15:8];
                                s_axil_bresp <= RESP_OKAY;
                            end
                            ADDR_V_TH: begin
                                if (s_axil_wstrb[0]) reg_v_th[7:0]   <= s_axil_wdata[7:0];
                                if (s_axil_wstrb[1]) reg_v_th[15:8]  <= s_axil_wdata[15:8];
                                s_axil_bresp <= RESP_OKAY;
                            end
                            ADDR_SCALE_Q: begin
                                if (s_axil_wstrb[0]) reg_scale_q[7:0]   <= s_axil_wdata[7:0];
                                if (s_axil_wstrb[1]) reg_scale_q[15:8]  <= s_axil_wdata[15:8];
                                s_axil_bresp <= RESP_OKAY;
                            end
                            default: begin
                                s_axil_bresp <= RESP_SLVERR;
                            end
                        endcase
                        s_axil_bvalid <= 1'b1;
                        w_state       <= W_RESP;
                    end
                end
                W_RESP: begin
                    if (s_axil_bready && s_axil_bvalid) begin
                        s_axil_bvalid <= 1'b0;
                        w_state       <= W_IDLE;
                    end
                end
                default: w_state <= W_IDLE;
            endcase
        end
    end
    localparam [1:0] R_IDLE = 2'd0;
    localparam [1:0] R_ADDR = 2'd1;
    localparam [1:0] R_DATA = 2'd2;
    reg [1:0] r_state;
    always @(posedge clk or posedge rst) begin
        if (rst) begin
            r_state         <= R_IDLE;
            s_axil_arready  <= 1'b0;
            s_axil_rvalid   <= 1'b0;
            s_axil_rdata    <= 32'd0;
            s_axil_rresp    <= RESP_OKAY;
            ar_addr         <= {ADDR_WIDTH{1'b0}};
        end else begin
            case (r_state)
                R_IDLE: begin
                    s_axil_arready <= 1'b1;
                    s_axil_rvalid  <= 1'b0;
                    if (s_axil_arvalid && s_axil_arready) begin
                        ar_addr        <= s_axil_araddr;
                        s_axil_arready <= 1'b0;
                        r_state        <= R_DATA;
                    end
                end
                R_DATA: begin
                    case (ar_addr[7:0])
                        ADDR_CONTROL: begin
                            s_axil_rdata <= reg_control;
                            s_axil_rresp <= RESP_OKAY;
                        end
                        ADDR_STATUS: begin
                            s_axil_rdata <= {30'd0, i_busy, i_step_done};
                            s_axil_rresp <= RESP_OKAY;
                        end
                        ADDR_ALPHA: begin
                            s_axil_rdata <= reg_alpha;
                            s_axil_rresp <= RESP_OKAY;
                        end
                        ADDR_V_TH: begin
                            s_axil_rdata <= reg_v_th;
                            s_axil_rresp <= RESP_OKAY;
                        end
                        ADDR_SCALE_Q: begin
                            s_axil_rdata <= reg_scale_q;
                            s_axil_rresp <= RESP_OKAY;
                        end
                        default: begin
                            s_axil_rdata <= 32'hDEADBEEF;
                            s_axil_rresp <= RESP_SLVERR;
                        end
                    endcase
                    s_axil_rvalid <= 1'b1;
                    r_state       <= R_IDLE;
                    if (!(s_axil_rready)) begin
                        r_state <= R_DATA;   
                    end
                end
                default: r_state <= R_IDLE;
            endcase
            if (s_axil_rvalid && s_axil_rready) begin
                s_axil_rvalid <= 1'b0;
            end
        end
    end
    always @(posedge clk or posedge rst) begin
        if (rst) begin
            o_step_start <= 1'b0;
            o_proj_done  <= 1'b0;
            o_alpha      <= 16'd14746;
            o_v_th       <= 16'd8192;
            o_scale_q    <= 16'd16384;
        end else begin
            o_step_start <= reg_control[0];
            o_proj_done  <= reg_control[1];
            o_alpha      <= reg_alpha[15:0];
            o_v_th       <= reg_v_th[15:0];
            o_scale_q    <= reg_scale_q[15:0];
        end
    end
endmodule
`default_nettype wire
==> out/results.tsv <==
metric	value	unit
CP endpoint kind	flip-flop	
IO Pins	152	
global routing usage on met2	27.4	%
Clock Tree Root	clkbuf_16	
post-CTS setup buffers	0	
Max-area cell share	57.9	%
Initial Utilization	41.4	%
vias in the first global route	4607	
RSZ-0062 raised after global routing	no	
fin area	0.00956	sq mm
Post-route DRC	0	
post-synth top area cell	dfrtp_1	
post-layout period usage	53.9	%
die height	137	microns
initial antenna violation count	0	
Post-synth ARST share	100	%
vias per inst	5.03	
Avg WL per Cell	17.5	microns
Synth warnings	1	
mean post-synth cell area	14.5	sq um
Mapped Cells	500	
clock-pin slew on the worst setup and hold paths	0.06	ns
Log Warnings	25	
placed cell areas	0.00899	sq mm
total track usage	18.4	%
CP startpoint kind	input pin	
status	finished, final reports clean	
CTS tree	built	
routing usage on met1	27.6	%
sequential fraction of the synthesis area	65.9	%
final hold vios	0	
Num CTS Buffers	17	
crit path kind	in2reg	
CTS Sinks	190	
first-pass GRT wire length	24800	microns
max-cap violations	0	
Setup TNS	0	ns
clock tree buffer depth	2	
diode count	0	
GR peak layer	met1	
Port Buffer Count	149	
clk ins delay skew pair	0.42	ns
Main synth FF type	dfrtp_1	
DRT Wirelength	15600	microns
share of cells above drive strength 1	26.8	%
power per cell area	385	mW/mm^2
Filler Cell Count	1408	
Overflow after GRT	0	
Mapped Area	0.00726	sq mm
Initial DRT Pass Iterations	4	
post-DP HPWL	10800	microns
highest clock rate	379	MHz
Placeable Area	0.0175	sq mm
ANT nets after route	0	
maximum vdd ir drop	250	uV
worst slew pin tran	0.758	ns
Fin Clk Skew	0.0103	ns
H-tree Lvls	4	
post-cts resize count	0	
CP Max Fanout	10	
cts hold-fix bufs	0	
Fin Hold WS	0.374	ns
largest net degree at the start of global routing	95	
Yosys chip area	0.00726	sq mm
DRT iter0 DRCs	195	
Rows	48	
Die X	137	microns
flip-flops with a built-in enable	0	
GRT met3 Usage	7.22	%
Worst Path Arrival	2.94	ns
CP required	5.20	ns
yosys stat cell total	500	
Layout area overhead	31.6	%
Largest cells by area	dfrtp_1, mux2_2, dfstp_2, mux2i_1, nand4_4	
vias	4483	
Final Slew Violations	0	
slew margin rel.	49.2	%
global placement routability congestion	0.814	
Final min period	2.64	ns
Synth Register Bits	190	
Leak	0.00431	uW
synth unique cells	46	
Die ar.	0.0187	sq mm
Hold WC Path Type	reg2reg	
Setup Viol. Count Final	0	
## Yosys cell counts, types with 3 or more instances
cell type	number
nand3_1	9
clkbuf_1	10
dfrtp_1	168
nand4_4	6
buf_6	3
mux2i_1	15
o32a_1	10
dfstp_2	22
a31oi_1	3
nor2_1	31
o21ai_0	9
nor3b_1	4
o2bb2ai_1	3
buf_2	6
nand2_1	27
mux2_2	98
a21oi_1	15
a22o_1	11
inv_1	13
## metal layers
| metal | vias to the layer above | wire [microns] |
|---|---|---|
| met1 | 2242 | 6850 |
| met3 | 12 | 1510 |
| met2 | 144 | 7090 |
| met4 | 0 | 159 |
| li1 | 2085 | - |
| met5 | - | 0 |
## report_power, final
part	total (uW)	switching, uW	internal (uW)
Clock	1280	575	708
Sequential	1790	99.3	1690
Combinational	610	278	331
## worst max-delay path, stage by stage
cell             delay, ns
clkdlybuf4s50_1       0.50
nand3_1               0.17
nor3_2                0.13
buf_4                 0.25
and4b_1               0.51
mux2_2                0.39
## cell type report
class | instances | area (sq um) | share of cell area, %
clock buffer | 21 | 480 | 5.03
tap | 225 | 282 | 2.95
timing repair buffer | 158 | 1570 | 16.4
sequential | 190 | 4780 | 50.0
clock inverter | 11 | 81.3 | 0.851
inverter | 13 | 52.6 | 0.550
multi-input combinational | 274 | 2310 | 24.1
## metrics by stage
stage | total power, uW | instances | setup WS [ns] | utilization [%]
after global routing | 3880 | 892 | 2.16 | 54.5
after global placement | 2430 | 860 | 1.85 | 51.3
final | 3680 | 892 | 2.26 | 54.5
after floorplan | 2090 | 501 | 1.49 | -
after CTS | 3740 | 892 | 2.24 | 54.5
after detailed placement | 2440 | 860 | 1.81 | 51.3
## registers in the layout (all words and copies together) (netlist names)
name and count:
ar_addr 8, reg_control 32, o_step_start 1, o_alpha 16
o_scale_q 16, s_axil_wready 1, o_proj_done 1, s_axil_rresp 1
w_state 3, r_state 2, reg_v_th 16, s_axil_awready 1
s_axil_bresp 1, s_axil_rdata 32, s_axil_arready 1, s_axil_bvalid 1
aw_addr 8, s_axil_rvalid 1, o_v_th 16, reg_scale_q 16
reg_alpha 16
## layout by cell type, fill, tap and decap left out, types with 2 or more instances in the layout
master,n
mux2_2,98
and2b_2,2
clkinv_2,3
clkinvlp_4,4
o2bb2ai_1,3
dfrtp_1,168
a22o_1,11
o21a_1,2
and4b_1,2
inv_1,12
o22ai_1,2
o32a_1,10
dfstp_2,22
nor3b_1,3
a21oi_1,15
o21ai_0,9
mux2i_1,15
nor3_1,2
conb_1,2
nand4_4,6
a211oi_1,2
buf_4,8
clkbuf_8,4
nor2_1,31
or4_4,2
inv_6,4
a31oi_1,3
clkdlybuf4s50_1,149
nand2_1,27
clkbuf_16,17
nand3_1,9
nand3_2,2
## logic make-up after synthesis
kind of cell	after synthesis	synth area share [%]
compound gates	63	6.26
mux	113	17.3
other cells	1	0.0516
buf+inv	37	2.48
simple gates	96	8.08
flops	190	65.9
## path summary, 6_finish.rpt
kind                               startpoint               end  slack, ns  cells after the start
worst max-delay path            s_axil_wvalid      reg_alpha[9]       2.26                      6
worst min-delay path             reg_alpha[7]        o_alpha[7]       0.37                      0
worst max register to register     ar_addr[1]  s_axil_rdata[15]       2.44                      4
worst min register to register   reg_alpha[7]        o_alpha[7]       0.37                      0
max in group asynchronous                 rst       o_alpha[11]       3.10                      3
min in group asynchronous                 rst   s_axil_rdata[2]       0.95                      2
Power and IR drop assume default switching activity.
