==> design/flow/design.v <==
`timescale 1ns / 1ps
`default_nettype none
module spike_axis_pack #(
    parameter PACK_WIDTH      = 8,
    parameter AXIS_DATA_WIDTH = 32
) (
    input  wire                         clk,
    input  wire                         rst,
    input  wire                         i_spike_valid,
    input  wire [PACK_WIDTH-1:0]        i_spike_data,
    output wire                         o_spike_ready,
    output reg  [AXIS_DATA_WIDTH-1:0]   m_axis_tdata,
    output reg                          m_axis_tvalid,
    input  wire                         m_axis_tready,
    output reg                          m_axis_tlast,
    output reg  [3:0]                   m_axis_tkeep
);
    assign o_spike_ready = m_axis_tready;
    always @(posedge clk or posedge rst) begin
        if (rst) begin
            m_axis_tvalid <= 1'b0;
            m_axis_tdata  <= {AXIS_DATA_WIDTH{1'b0}};
            m_axis_tlast  <= 1'b0;
            m_axis_tkeep  <= 4'hF;
        end else begin
            m_axis_tvalid <= 1'b0;
            m_axis_tlast  <= 1'b0;
            if (i_spike_valid && m_axis_tready) begin
                m_axis_tvalid <= 1'b1;
                m_axis_tdata  <= {{(AXIS_DATA_WIDTH-PACK_WIDTH){1'b0}}, i_spike_data};
                m_axis_tkeep  <= 4'hF;
            end
        end
    end
endmodule
`default_nettype wire
==> design/flow/run.sh <==
#!/bin/bash
# OpenROAD 26Q1-2900-gdf79404cd8, Yosys 0.63+post, stock flow scripts
make -C /OpenROAD-flow-scripts/flow DESIGN_CONFIG=/design/flow/config.mk WORK_HOME=/design/flow/orfs finish
==> design/flow/config.mk <==
export PLATFORM = sky130hd
export DESIGN_NAME = spike_axis_pack
export DESIGN_NICKNAME = spike_axis_pack
export VERILOG_FILES = /design/flow/design.v
export SDC_FILE = /design/flow/constraint.sdc
export NUM_CORES = 4
export LEC_CHECK = 1
export CORE_AREA = 10 10 70 70
export DIE_AREA = 0 0 80 80
==> design/flow/constraint.sdc <==
current_design spike_axis_pack

set clk_period 1.0
set clk_io_pct 0.2

create_clock -name clk0 -period $clk_period [get_ports {clk}]

set non_clock_inputs [all_inputs -no_clocks]
set_input_delay [expr $clk_period * $clk_io_pct] -clock clk0 $non_clock_inputs
set_output_delay [expr $clk_period * $clk_io_pct] -clock clk0 [all_outputs]
==> flow_metrics.py <==
# Metrics from the implementation run
metrics = {
    "routing": {
        "dr.pass1.iters": 2,
        "vias": 338,
        "routedWlPerCell_um": 10.4,
        "remaining_drc_errors": 0,
        "drt_iter0_markers": 2,
        "antenna_cells": 0,
        "viasPerCell": 2.62,
        "wl_um": 1350,
        "ant_nets": 0,
    },
    "global_routing": {
        "met3_usage": 0.0261,
        "use_met2": 0.0562,
        "grt_pass1_wl_um": 1960,
        "grt_max_degree": 10,
        "grt_overflow": 0,
        "use_met1": 0.0393,
        "grt_usage": 0.0364,
        "busiest_layer": "met2",
        "grt_pass1_vias": 406,
        "antenna_found_initial": 0,
    },
    "synth": {
        "yosys.area.top_type": "buf_4",
        "top_cell_area_share": 0.377,
        "netlist_area_um2": 597,
        "ys_top_cells_by_count": "buf_4 (30), dfrtp_1 (9), mux2_4 (8)",
        "ys_types": 6,
        "synth-edff-count": 0,
        "yosysChipArea_um2": 597,
        "syn_inst": 52,
        "yosysMostFrequentCell": "buf_4",
        "yosysSeqAreaShare": 0.377,
        "synthFlopType": "dfrtp_1",
        "ys_ff": 9,
        "synthArstFlopShare": 1.00,
        "syn_area_per_cell_um2": 11.5,
        "ys_cells": 52,
        "area_leaders": "buf_4 (38%), dfrtp_1 (38%), mux2_4 (20%), nand2_4 (1.9%), conb_1 (1.3%)",
        "yosysWarnings": 1,
    },
    "critical_path": {
        "path_buffers": 2,
        "crit_path_start": "m_axis_tdata[2]",
        "rr_startpoint": "m_axis_tdata[2]",
        "worstPathArrival_ns": 1.12,
        "path_class": "flip-flop to flip-flop",
        "path_delay_family": "flip-flops",
        "cp_slowest_cell": "dfrtp_1",
        "slowest_delay_ns": 0.37,
        "crit_chain": "buf_4 -> buf_4 -> mux2_4",
        "cp.required_ns": 1.15,
        "crit_path_max_fanout": 2,
        "end_kind": "flip-flop",
        "cp_common_cell": "buf_4",
        "critPathLaunchType": "flip-flop",
    },
    "power_and_ir_drop": {
        "design_power_total_mw": 0.965,
        "vdd_ir_drop_max_mv": 0.322,
        "leakage_nw": 0.444,
        "power_density_nw_per_um2": 1220,
    },
    "timing": {
        "post-route-period-util": 0.972,
        "finalSetupTns_ns": 0,
        "hold_violations": 0,
        "rsz0062_at_grt": "true",
        "final-setup-viol-count": 0,
        "fmax_mhz": 1030,
        "holdWs_ns": 0.191,
        "slew_viol_final": 0,
        "period_needed_ns": 0.972,
        "clock_skew_ns": 0,
    },
    "floorplanning": {
        "dieArea_um2": 6400,
        "row_count": 21,
        "core-area_um2": 3420,
        "die_w_um": 80,
        "initCoreUtil": 0.175,
        "die_height_um": 80,
        "io_pins": 51,
    },
    "finish": {
        "final_util": 0.232,
        "final_area_um2": 791,
        "drive_above_1_share": 0.373,
        "syn_to_final_growth_pct": 32.5,
    },
    "clock_network": {
        "path_clk_slew_ns": 0.06,
        "cts_sinks": 9,
        "clk_path_buf_depth": 2,
        "cts.htree.levels": 1,
        "root_buffer": "clkbuf_4",
        "numCtsBuffers": 3,
        "cts.hold.buffers_added": 0,
        "cts_tree": "yes",
        "clkLatencyLatePin_ns": 0.25,
    },
    "placement": {
        "hpwl_um": 1110,
        "portBuffers": 21,
        "dpl-instance-area_um2": 778,
        "finalWeightedCongestion": 0.698,
    },
    "run": {
        "log.warning_count": 26,
        "cap_violations": 0,
    },
    "status": {
        "outcome": "finished, final reports clean",
    },
    "worst_hold_path": {
        "min_path_type": "input port to async pin",
    },
}
[cell families after synthesis]
group                  share of synthesized area
multiplexers                               0.201
buffers and inverters                      0.390
flip-flops                                 0.377
AND/OR/NAND/NOR                           0.0189
other                                     0.0126
[layout by cell type, fill, tap and decap left out, drive strengths merged]
cell,count
mux2,8
nand2,2
clkdlybuf4s15,1
inv,2
dfrtp,9
conb,29
clkdlybuf4s50,9
dlygate4sd2,1
dlymetal6s2s,1
buf,17
clkbuf,4
[metal layers]
metal  wire length, um  share of wire  vias up
li1                  -              -      164
met1               547           0.41      142
met2               585           0.43       28
met3               189           0.14        4
met4                25          0.019        0
met5                 0              0        -
[metrics by stage]
step	cells	worst slack [ns]
after floorplan	79	0.249
after global placement	121	-0.354
after detailed placement	121	-0.349
after CTS	128	0.00277
after global routing	129	-0.0177
final	129	0.0284
[registers in the layout (all words and copies together) (netlist names)]
name / cells
m_axis_tdata: 8
m_axis_tvalid: 1
[layout make-up]
class                      count  area [um2]
sequential                     9         225
timing repair buffer          29         228
inverter                       2        7.51
fill                         362        2630
clock buffer                   4        26.3
multi-input combinational     39         246
tap                           46        57.6
[timing repair]
item / in CTS / in global routing
gates resized: 31 / 1
buffers inserted: 3 / 0
setup endpoints to repair: 18 / 7
cloned: 0 / 1
pin swaps: 1 / 0
hold endpoints to repair: 0 / 0
[where the power goes]
part           switching, mW  internal [mW]  total, mW
clock network          0.118          0.153      0.271
registers             0.0246          0.414      0.439
logic                 0.0651          0.190      0.255
[worst paths after layout]
| kind | slack, ns | to | cells past startpoint |
|---|---|---|---|
| max in group asynchronous | 0.56 | m_axis_tdata[1] | 2 |
| min in group clk0 | 0.36 | m_axis_tvalid | 3 |
| max | 0.03 | m_axis_tdata[2] | 3 |
| min | 0.19 | m_axis_tdata[4] | 2 |
| min reg2reg | 0.52 | m_axis_tdata[3] | 1 |
| max reg2reg | 0.03 | m_axis_tdata[2] | 3 |
Power is estimated from default activity; no workload was simulated.
